==> ./config.mk <==
export PLATFORM = sky130hd
export DESIGN_NAME = piano_segment
export DESIGN_NICKNAME = piano_segment
export VERILOG_FILES = /design/flow/design.v
export SDC_FILE = /design/flow/constraint.sdc
export NUM_CORES = 4
export LEC_CHECK = 1
export CORE_UTILIZATION = 30
==> ./constraint.sdc <==
current_design piano_segment

set clk_period 4.8
set clk_io_pct 0.2

create_clock -name clk0 -period $clk_period [get_ports {clk}]

set non_clock_inputs [all_inputs -no_clocks]
set_input_delay [expr $clk_period * $clk_io_pct] -clock clk0 $non_clock_inputs
set_output_delay [expr $clk_period * $clk_io_pct] -clock clk0 [all_outputs]
==> ./design.v <==
`timescale 1ns / 1ps
module segment(bcd,a,b,c,d,e,f,g);
input [3:0] bcd;
output reg a,b,c,d,e,f,g;
always @ (bcd) begin
case (bcd)
	4'b0000 : {a,b,c,d,e,f,g} = 7'b1111110;
	4'b0001 : {a,b,c,d,e,f,g} = 7'b0110000;
	4'b0010 : {a,b,c,d,e,f,g} = 7'b1101101;
	4'b0011 : {a,b,c,d,e,f,g} = 7'b1111001;
	4'b0100 : {a,b,c,d,e,f,g} = 7'b0110011;
	4'b0101 : {a,b,c,d,e,f,g} = 7'b1011011;
	4'b0110 : {a,b,c,d,e,f,g} = 7'b1011111;
	4'b0111 : {a,b,c,d,e,f,g} = 7'b1110000;
	4'b1000 : {a,b,c,d,e,f,g} = 7'b1111111;
	4'b1001 : {a,b,c,d,e,f,g} = 7'b1111011;
	default : {a,b,c,d,e,f,g} = 7'b0000000;
endcase
end
endmodule
`timescale 1ns / 1ps
module piano(clk,reset,a,b,c,d,e,f,g,ha,piezo
    );
input clk,reset,a,b,c,d,e,f,g,ha;
output reg piezo;
integer sound;
parameter sa=1911, sb=1702, sc=1516, sd=1431, se=1275, sf=1136, sg=1012, sha=955;
always @(negedge reset or posedge clk) begin
if(!reset) begin
	piezo = 1'b0;
	sound = 0;
end
else if (a) begin
	if(sound>=sa) begin
		sound=0;
		piezo=~piezo;
		end
	else sound=sound+1;
end
else if (b) begin
	if(sound>=sb) begin
		sound=0;
		piezo=~piezo;
		end
	else sound=sound+1;
end
else if (c) begin
	if(sound>=sc) begin
		sound=0;
		piezo=~piezo;
		end
	else sound=sound+1;
end
else if (d) begin
	if(sound>=sd) begin
		sound=0;
		piezo=~piezo;
		end
	else sound=sound+1;
end
else if (e) begin
	if(sound>=se) begin
		sound=0;
		piezo=~piezo;
		end
	else sound=sound+1;
end
else if (f) begin
	if(sound>=sf) begin
		sound=0;
		piezo=~piezo;
		end
	else sound=sound+1;
end
else if (g) begin
	if(sound>=sg) begin
		sound=0;
		piezo=~piezo;
		end
	else sound=sound+1;
end
else if (ha) begin
	if(sound>=sha) begin
		sound=0;
		piezo=~piezo;
		end
	else sound=sound+1;
end
else begin
	sound=0;
	piezo=0;
end
end
endmodule
`timescale 1ns / 1ps
module piano_segment(clk,reset,piezo,a,b,c,d,e,f,g,ha,sa,sb,sc,sd,se,sf,sg
    );
input clk,reset;
input a,b,c,d,e,f,g,ha;
output piezo;
output sa,sb,sc,sd,se,sf,sg;
wire [3:0] bcd;
assign bcd[3]=ha;
assign bcd[2]=d^e^f^g;
assign bcd[1]=b^c^f^g;
assign bcd[0]=a^c^d^e^g;
piano n1 (clk,reset,a,b,c,d,e,f,g,ha,piezo);
segment n2 (bcd,sa,sb,sc,sd,se,sf,sg);
endmodule
==> ./run.sh <==
#!/bin/bash
# OpenROAD 26Q1-2900-gdf79404cd8, Yosys 0.63+post, stock flow scripts
make -C /OpenROAD-flow-scripts/flow DESIGN_CONFIG=/design/flow/config.mk WORK_HOME=/design/flow/orfs finish
==> notes.md <==
flow finished, numbers: FF+latch count, synth 33, maximum VDD drop 142 µV, GRT Util Overall 12.8%, latest clock arrival within the worst-skew pair 0.28 ns, CTS Sinks 33, layout cells sized above 1 5.04%, Post-Route WL 4580 µm, CP bufs+invs 3, register area share after synthesis a little over a third, first-pass GRT wire length 7910 µm, Syn Inst Count 264, Hold Path Sink n1.sound[0], # Cells Yosys 264, CTS Buffer Depth 2, post-synthesis area per instance ~8.6 µm², yosys synthesis warning count 2, RSZ-0062 raised after global routing no, Die Wd 88.9 µm, dpl ws 0.519 ns, register clock-pin slew on the reported worst setup and hold paths 0.07 ns, CTS tree built, status finished clean, crit path cell chain clkdlybuf4s50_1, xor2_1, xnor2_1, xor2_1, inv_1, ha_1, nor2_1, a21oi_1, o21ai_0, clkdlybuf4s50_1, origin of the worst min-delay path n1.sound[0], cts repair resizes 0, max-cap violations 0, tool warnings 31, crit path max-delay cell type clkdlybuf4s50_1, htree depth 2, Avg WL per Cell 12.2 µm, Max Freq about 230 MHz, hold buffers post-CTS 0, n_diodes 0, Fin Hold WS 0.528 ns, CORE AREA around 7300 µm², CP peak stage delay 0.52 ns, critical path class in -> out, endpoint class of the critical path primary output, Worst R2R Path Depth 8, die area 7910 µm², Power Density 269 nW/µm², Final Hold Viols 0, Least-Margin Pin Slew just over 0.9 ns, WHS Path Cells 1, Reg-to-Reg End n1.sound[26], TNS Setup 0 ns, setup violators final 0, HP Class reg -> reg, Post-CTS Setup Inserts 0, Cell Area, Synth 2270 µm², min Tclk post-route 4.31 ns, Layout Area Growth over Synthesis 13.8%, top-level I/O count 18, largest fanout on the critical path 5, nature of the critical path startpoint input port, Top delay family on crit path buffers and inverters, RePlAce Congestion 0.851, DP HPWL 3250 µm, antenna viol nets, final 0, max-slew violation count 0, part of the cycle the worst path needs between 80 and 90%, clock skew 0.00593 ns, r2r setup slk between 2 and 2.5 ns, Leak around 1.0 nW, vias approximately 1900, pin count of the biggest net entering global routing 34, logic area 1320 µm², Die Y between 80 and 90 µm, initial antenna violation count 0, initial core utilization 31.1%, GRT overflow 0, setup ws final 0.488 ns, slew margin rel. 38.2%, Crit path required time 3.84 ns, FF/Latch Area approximately 830 µm², Distinct cells, synth 41, fillers 772, chip area in the Yosys report 2270 µm², reg-to-reg critical path startpoint n1.sound[0], post-route core utilization 35.4%, IO Port Bufs 17, CTS root buffer clkbuf_8, number of DRC markers in iteration 0 101, row count 31, Worst Path Arrival 3.35 ns, First-pass DRT Iterations 4, Num CTS Buffers 5, residual DRC count 0, vias in the first global route 1676, vias per cell 4.97
==> routing by layer <==
| metal | routed length (µm) | track usage, % |
|---|---|---|
| met1 | 2340 | 20.0 |
| met3 | 198 | 2.06 |
| met4 | 44 | 1.44 |
| met2 | 2000 | 19.9 |
| met5 | 0 | 0 |
==> worst register-to-register path: stages, from the launching register on <==
cell	delay, ns
dfrtp_1	0.42
ha_1	0.34
nand3_1	0.19
nor4_1	0.52
nand2_1	0.25
nor4_1	0.55
and2_1	0.22
xnor2_1	0.12
nor2_1	0.05
==> cell usage in the layout, fill, tap and decap left out, types with 2 or more instances in the layout <==
master,Yosys,final
nor2_1,44,44
dfrtp_1,33,33
xor2_1,22,22
nand2_1,17,17
clkdlybuf4s50_1,0,17
xnor2_1,16,16
nand3_1,14,14
nor4_1,10,10
inv_1,9,9
a21oi_1,9,9
nand4_1,9,9
o21ai_0,8,8
ha_1,8,8
nor3_1,6,6
and2_1,5,5
clkbuf_8,0,5
and3_1,4,4
a21o_1,3,3
nor2b_1,3,3
buf_4,0,3
o41ai_1,2,2
nor4b_1,2,2
nor3b_1,2,2
o2111ai_1,2,2
o31ai_1,2,2
and4_1,2,2
o211ai_1,2,2
a2111oi_0,2,2
a22oi_1,2,2
clkinv_2,0,2
==> stage by stage <==
stage | power [mW] | area (µm²) | std cells
2_1_floorplan | 0.421 | 2270 | 264
3_3_place_gp | 0.494 | 2490 | 369
3_5_place_dp | 0.494 | 2490 | 369
4_1_cts | 0.704 | 2580 | 377
5_1_grt | 0.740 | 2580 | 377
6_report | 0.693 | 2580 | 377
==> where the power goes <==
group	switching [mW]	internal, mW	leakage (nW)	total, mW
Combinational	0.0763	0.0904	0.551	0.167
Sequential	0.0281	0.293	0.454	0.322
Clock	0.105	0.100	0.0439	0.204
Total	0.209	0.484	1.05	0.693
==> flip-flops by register name, summed over array words and instances, names as in the netlist <==
| register | flops |
|---|---|
| n1.sound | 32 |
| n1.piezo | 1 |
==> worst max path at each step <==
stage                 start  to  slack (ns)  depth (start not counted)
after CTS                 g  sa        0.50                         10
after global routing      g  sa        0.28                         10
final                     g  sa        0.49                         10
==> area by class of cell <==
type / instances / area share, %
Clock buffer: 5 / 2.67
Clock inverter: 3 / 0.679
Inverter: 9 / 1.31
Multi-Input combinational cell: 208 / 51.1
Sequential cell: 33 / 32.0
Tap cell: 99 / 4.80
Timing Repair Buffer: 20 / 7.47
==> Yosys cell counts, drive strengths merged <==
| library cell | count | area (µm²) |
|---|---|---|
| buf | 6 | 60.1 |
| a211oi | 1 | 7.51 |
| o21ai | 8 | 40.0 |
| o31ai | 2 | 15.0 |
| dfrtp | 33 | 826 |
| xor2 | 22 | 193 |
| a2111oi | 2 | 17.5 |
| nand2b | 1 | 6.26 |
| nor2b | 3 | 18.8 |
| nor3b | 2 | 15.0 |
| a21oi | 9 | 45.0 |
| nor3 | 6 | 30.0 |
| o41ai | 2 | 17.5 |
| nor4bb | 1 | 10.0 |
| a31oi | 1 | 6.26 |
| nor4 | 10 | 62.6 |
| a21o | 3 | 22.5 |
| or3 | 2 | 17.5 |
| nor2 | 44 | 165 |
| mux2 | 1 | 15.0 |
| o211ai | 2 | 15.0 |
| inv | 9 | 33.8 |
| and4 | 2 | 17.5 |
| o21bai | 1 | 7.51 |
| nand4 | 9 | 56.3 |
| clkbuf | 8 | 30.0 |
| nand2 | 17 | 63.8 |
| o2111ai | 2 | 17.5 |
| o21a | 1 | 7.51 |
| xnor2 | 16 | 140 |
| a22oi | 2 | 15.0 |
| and2 | 5 | 31.3 |
| or4 | 1 | 11.3 |
| nor4b | 2 | 17.5 |
| nand3 | 14 | 70.1 |
| and3 | 4 | 25.0 |
| a211o | 1 | 8.76 |
| ha | 8 | 100 |
| nand4b | 1 | 8.76 |
==> cell families after synthesis <==
| logic type | after synthesis | share of synthesized area, % |
|---|---|---|
| adders and majority gates | 8 | 4.42 |
| buffers and inverters | 23 | 5.46 |
| and+or+nand+nor | 124 | 27.6 |
| xor gates and xnor gates | 38 | 14.7 |
| AOI/OAI and AO/OA | 37 | 10.7 |
| muxes | 1 | 0.662 |
| DFF | 33 | 36.4 |
Power and IR drop assume default switching activity.
