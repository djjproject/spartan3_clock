## design.v

```verilog
`timescale 1ns / 1ps
module clk_divisor(clk_in, reset, clk_out);
	input							clk_in;
	input							reset;
	output						clk_out;
	reg			[5 : 0]		cnt;
	reg							clk_out;
	always @(posedge clk_in)
		begin
			if(~reset)
				begin
					cnt		<= 6'd0;
					clk_out	<= 1'b0;
				end
			else
				begin
					if(cnt == 6'd49)
						begin
							cnt		<= 3'd0;
							clk_out	<= ~clk_out;
						end
					else
						cnt	<= cnt + 1'b1;
				end
		end
endmodule
`timescale 1ns / 1ps
module counter_bcd_updown(clk, reset, up, down, out);
	input							clk;
	input							reset;
	input							up;
	input							down;
	output		[7 : 0]		out;
	reg			[7 : 0]		state;
	reg			[7 : 0]		next_state;
	reg							up_reg;
	reg							down_reg;
	reg							up_trig;
	reg							down_trig;
	always @(posedge clk)
		begin
			if(~reset)
				begin
					up_reg		<= 1'b0;
					down_reg		<= 1'b0;
					up_trig		<= 1'b0;
					down_trig	<= 1'b0;
				end
			else
				begin
					up_reg		<= up;
					down_reg		<= down;
					up_trig		<= up & (~up_reg);
					down_trig	<= down & (~down_reg);
				end
		end
	always @(posedge clk)
		begin
			if(~reset)
				state	<= 8'h00;
			else
				state	<= next_state;
		end
	always @(*)
		begin
			if(up_trig)
				begin
					if(state[3 : 0] == 4'h9)
						begin
							if(state[7 : 4] == 4'h9)
								next_state	<= 8'h00;
							else
								next_state	<= {state[7 : 4] + 1'b1, 4'h0};
						end
					else
						next_state	<= state + 1'b1;
				end
			else if(down_trig)
				begin
					if(state[3 : 0] == 4'h0)
						begin
							if(state[7 : 4] == 4'h0)
								next_state	<= 8'h99;
							else
								next_state	<= {state[7 : 4] - 1'b1, 4'h9};
						end
					else
						next_state	<= state - 1'b1;
				end
			else
				next_state	<= state;
		end
	assign out = state;
endmodule
`timescale 1ns / 1ps
module text_lcd(clk_100khz, reset, cs_right, cs_left, cs_up, cs_down, cs_home, up, down, cnt_high, cnt_low, lcd_e, lcd_rs, lcd_rw, lcd_data);
	parameter	INIT				= 4'd0,
					FUNCTION_SET	= 4'd1,
					DISP_ONOFF		= 4'd2,
					ENTRY_MODE		= 4'd3,
					LINE1				= 4'd4,
					LINE2				= 4'd5,
					DELAYT			= 4'd6,
					CURSOR_R			= 4'd7,
					CURSOR_L			= 4'd8,
					CURSOR_U			= 4'd9,
					CURSOR_D			= 4'd10,
					CURSOR_H			= 4'd11;
	input							clk_100khz;
	input							reset;
	input							cs_right;
	input							cs_left;
	input							cs_up;
	input							cs_down;
	input							cs_home;
	input							up;
	input							down;
	input			[3 : 0]		cnt_high;
	input			[3 : 0]		cnt_low;
	output						lcd_e;
	output						lcd_rs;
	output						lcd_rw;
	output		[7 : 0]		lcd_data;
	reg							lcd_e;
	reg			[6 : 0]		addr;
	reg			[9 : 0]		command;
	reg			[5 : 0]		cnt;
	reg			[3 : 0]		state;
	reg			[3 : 0]		next_state;
	wire							clk_100khz;
	wire			[12 : 0]		cnt_max;
	reg							cs_right_reg;
	reg							cs_left_reg;
	reg							cs_up_reg;
	reg							cs_down_reg;
	reg							cs_home_reg;
	reg							cs_right_trig;
	reg							cs_left_trig;
	reg							cs_up_trig;
	reg							cs_down_trig;
	reg							cs_home_trig;
	reg							up_reg;
	reg							down_reg;
	reg							up_trig;
	reg							down_trig;
	assign cnt_max		= (state == INIT)? 6'd55 : 
								(
									((state == FUNCTION_SET) || (state == ENTRY_MODE) || (state == DISP_ONOFF))? 6'd2 : 
									(
										((state == LINE1) || (state == LINE2))? 6'd40 : 6'd2
									)
								);
	always @(posedge clk_100khz)
		begin
			if(~reset)
				begin
					cs_right_reg	<= 1'b0;
					cs_left_reg		<= 1'b0;
					cs_up_reg		<= 1'b0;
					cs_down_reg		<= 1'b0;
					cs_home_reg		<= 1'b0;
					cs_right_trig	<= 1'b0;
					cs_left_trig	<= 1'b0;
					cs_up_trig		<= 1'b0;
					cs_down_trig	<= 1'b0;
					cs_home_trig	<= 1'b0;
					up_reg			<= 1'b0;
					down_reg			<= 1'b0;
					up_trig			<= 1'b0;
					down_trig		<= 1'b0;
				end
			else
				begin
					cs_right_reg	<= cs_right;
					cs_left_reg		<= cs_left;
					cs_up_reg		<= cs_up;
					cs_down_reg		<= cs_down;
					cs_home_reg		<= cs_home;
					up_reg			<= up;
					down_reg			<= down;
					cs_right_trig	<= cs_right & (~cs_right_reg);
					cs_left_trig	<= cs_left & (~cs_left_reg);
					cs_up_trig		<= cs_up & (~cs_up_reg);
					cs_down_trig	<= cs_down & (~cs_down_reg);
					cs_home_trig	<= cs_home & (~cs_home_reg);
					up_trig			<= up & (~up_reg);
					down_trig		<= down & (~down_reg);
				end
		end
	always @(posedge clk_100khz)
		begin
			if(~reset)
				cnt	<= 6'd0;
			else if(state == DELAYT)
				cnt	<= 6'd0;
			else
				begin
					if(cnt == cnt_max)
						cnt	<= 6'd0;
					else
						cnt	<= cnt + 1'b1;
				end
		end
	always @(posedge clk_100khz)
		begin
			if(~reset)
				state	<= INIT;
			else
				state	<= next_state;
		end
	always @(*)
		begin
			case(state)
				INIT				: next_state	<= (cnt == 6'd55)?	FUNCTION_SET	: INIT;
				FUNCTION_SET	: next_state	<= (cnt == 6'd2)?		DISP_ONOFF		: FUNCTION_SET;
				DISP_ONOFF		: next_state	<= (cnt == 6'd2)?		ENTRY_MODE		: DISP_ONOFF;
				ENTRY_MODE		: next_state	<= (cnt == 6'd2)?		LINE1				: ENTRY_MODE;
				LINE1				: next_state	<= (cnt == 6'd40)?		LINE2				: LINE1;
				LINE2				: next_state	<= (cnt == 6'd40)?		DELAYT			: LINE2;
				DELAYT			: next_state	<= (cs_right_trig)? CURSOR_R : 
															(
																(cs_left_trig)? CURSOR_L : 
																(
																	(cs_up_trig)? CURSOR_U : 
																	(
																		(cs_down_trig)? CURSOR_D : 
																		(
																			(cs_home_trig)? CURSOR_H :
																			(
																				(up_trig | down_trig)? LINE1 : DELAYT
																			)
																		)
																	)
																)
															); 
				CURSOR_R			: next_state	<= (cnt == 6'd2)?		LINE1				: CURSOR_R;
				CURSOR_L			: next_state	<= (cnt == 6'd2)?		LINE1				: CURSOR_L;
				CURSOR_U			: next_state	<= (cnt == 6'd2)?		LINE1				: CURSOR_U;
				CURSOR_D			: next_state	<= (cnt == 6'd2)?		LINE1				: CURSOR_D;
				CURSOR_H			: next_state	<= (cnt == 6'd2)?		LINE1				: CURSOR_H;
				default			: next_state	<= state;
			endcase
		end
	assign {lcd_rs, lcd_rw, lcd_data} = command;
	always @(*)
		begin
			case(state)
				INIT				: lcd_e	<= clk_100khz;
				FUNCTION_SET	: lcd_e	<= cnt[0];
				DISP_ONOFF		: lcd_e	<= cnt[0];
				ENTRY_MODE		: lcd_e	<= cnt[0];
				LINE1				: lcd_e	<= clk_100khz;
				LINE2				: lcd_e	<= clk_100khz;
				DELAYT			: lcd_e	<= clk_100khz;
				CURSOR_R			: lcd_e	<= cnt[0];
				CURSOR_L			: lcd_e	<= cnt[0];
				CURSOR_U			: lcd_e	<= cnt[0];
				CURSOR_D			: lcd_e	<= cnt[0];
				CURSOR_H			: lcd_e	<= cnt[0];
				default			: lcd_e	<= clk_100khz;
			endcase
		end
	always @(posedge clk_100khz)
		begin
			if(~reset)
				addr	<= 7'h00;
			else if(cnt == 13'd0)
				begin
					case(state)
						CURSOR_R	: addr	<= (addr[3 : 0] != 4'hF)? addr + 1'b1 : addr;
						CURSOR_L	: addr	<= (addr[3 : 0] != 4'h0)? addr - 1'b1 : addr;
						CURSOR_U	: addr	<= (addr[6 : 4] != 3'h0)? addr - 7'h40 : addr;
						CURSOR_D	: addr	<= (addr[6 : 4] != 3'h4)? addr + 7'h40 : addr;
						CURSOR_H	: addr	<= 8'h00;
						default	: addr	<= addr;
					endcase
				end
			else
				addr	<= addr;
		end
	always @(*)
		begin
			if(~reset)
				command	<= 10'h300;
			else
				begin
					case(state)
						INIT				: command	<= 10'h300;
						FUNCTION_SET	: command	<= 10'h03C;
						DISP_ONOFF		: command	<= 10'h00F;
						ENTRY_MODE		: command	<= 10'h006;
						LINE1				:
							begin
								case(cnt)
									13'd0		: command	<= 10'h080;  
									13'd1		: command	<= 10'h220;  
									13'd2		: command	<= 10'h232;	 
									13'd3		: command	<= 10'h230;  
									13'd4		: command	<= 10'h231;  
									13'd5		: command	<= 10'h231;  
									13'd6		: command	<= 10'h234;  
									13'd7		: command	<= 10'h234;  
									13'd8		: command	<= 10'h230;  
									13'd9		: command	<= 10'h230;  
									13'd10	: command	<= {6'h23, cnt_high};
									13'd11	: command	<= {6'h23, cnt_low};
									default	: command	<= 10'h220;  
								endcase
							end
						LINE2				:
							begin
								case(cnt)
									13'd0		: command	<= 10'h0C0;  
									13'd1		: command	<= 10'h220;  
									13'd2		: command	<= 10'h24B;  
									13'd3		: command	<= 10'h269;  
									13'd4		: command	<= 10'h26D;  
									13'd5		: command	<= 10'h220;  
									13'd6		: command	<= 10'h248;  
									13'd7		: command	<= 10'h279;  
									13'd8		: command	<= 10'h275;  
									13'd9		: command	<= 10'h26E;  
									13'd10	: command	<= 10'h220;  
									13'd11	: command	<= 10'h257;  
									13'd12	: command	<= 10'h26F;  
									13'd13	: command	<= 10'h26F;  
									default	: command	<= 10'h220;  
								endcase
							end
						DELAYT			: command	<= {3'b001, addr};
						CURSOR_R			: command	<= {3'b001, addr};  
						CURSOR_L			: command	<= {3'b001, addr};  
						CURSOR_U			: command	<= {3'b001, addr};  
						CURSOR_D			: command	<= {3'b001, addr};  
						CURSOR_H			: command	<= 10'h002;
						default			: command	<= 10'h300;		
					endcase
				end
		end
endmodule
`timescale 1ns / 1ps
module top(	clk, reset, 
				cs_right, cs_left, cs_up, cs_down, cs_home, 
				up, down, 
				lcd_e, lcd_rs, lcd_rw, lcd_data
			);
	input							clk;
	input							reset;
	input							cs_right;
	input							cs_left;
	input							cs_up;
	input							cs_down;
	input							cs_home;
	input							up;
	input							down;
	output						lcd_e;
	output						lcd_rs;
	output						lcd_rw;
	output		[7 : 0]		lcd_data;
	wire			[3 : 0]		cnt_high;
	wire			[3 : 0]		cnt_low;
	wire							clk_100khz;
	clk_divisor 			CLKDIV	(clk, reset, clk_100khz);
	counter_bcd_updown	CNTBCD	(clk_100khz, reset, up, down, {cnt_high, cnt_low});
	text_lcd					TXTLCD	(clk_100khz, reset, 
											 cs_right, cs_left, cs_up, cs_down, cs_home, 
											 up, down,
											 cnt_high, cnt_low, 
											 lcd_e, lcd_rs, lcd_rw, lcd_data);
endmodule
```

## run.sh

```bash
#!/bin/bash
# OpenROAD 26Q1-2900-gdf79404cd8, Yosys 0.63+post, stock flow scripts
make -C /OpenROAD-flow-scripts/flow DESIGN_CONFIG=/design/flow/config.mk WORK_HOME=/design/flow/orfs finish
```

## config.mk

```make
export PLATFORM = sky130hd
export DESIGN_NAME = top
export DESIGN_NICKNAME = top
export VERILOG_FILES = /design/flow/design.v
export SDC_FILE = /design/flow/constraint.sdc
export NUM_CORES = 4
export LEC_CHECK = 1
export CORE_UTILIZATION = 50
```

## constraint.sdc

```tcl
current_design top

set clk_period 2.9
set clk_io_pct 0.2

create_clock -name clk0 -period $clk_period [get_ports {clk}]

set non_clock_inputs [all_inputs -no_clocks]
set_input_delay [expr $clk_period * $clk_io_pct] -clock clk0 $non_clock_inputs
set_output_delay [expr $clk_period * $clk_io_pct] -clock clk0 [all_outputs]
```

==> results.json <==
{
  "warning_count": 31,
  "setup_slack_ps": 377,
  "gp_congestion": 0.839,
  "ys_sh_mux_pct": 2.07,
  "drv_slew": 0,
  "first_global_vias": 2594,
  "cts_buffers": 3,
  "ys_sh_simple_pct": 27.0,
  "leakage_nw": 1.31,
  "hold_viol": 0,
  "drtIter0Drc": 169,
  "synth.largest_area_cell": "dfxtp_1",
  "netlist_area_um2": 3450,
  "die_y_um": 85.1,
  "worst_setup_path_end_kind": "output port",
  "vias": 2958,
  "cp_max_fo": 10,
  "ys_types": 68,
  "irDropWorstVdd_mv": 0.238,
  "ff2ff_path_depth": 3,
  "dp_hpwl_um": 5230,
  "fillerInstances": 604,
  "area_leaders": "dfxtp_1, nor2_1, ha_1, a21oi_1, nand2_1",
  "syn2layout_area_growth_pct": 6.67,
  "grt_max_degree": 58,
  "crit_type": "in2out",
  "die_area_um2": 7240,
  "critPathArrivalTime_ps": 1940,
  "async_reset_ff_share_pct": 0,
  "startpoint_type": "input pin",
  "finalSetupViolCount": 0,
  "place_ws_ps": 379,
  "port_buffers": 19,
  "grt_pass1_wl_um": 12700,
  "untimed_endpoints": 56,
  "ys_warn_count": 3,
  "synth.avg_cell_area_um2": 8.22,
  "synth_flops": 63,
  "fp.dieW_um": 85.1,
  "seq_power_share_pct": 36.7,
  "fa_ha_area_share_pct": 4.86,
  "p_int_w": 0.000217,
  "grt_usage_pct": 21.6,
  "clock_path_buffers": 2,
  "final_util_pct": 56.7,
  "htreeDepth": 1,
  "ys_sh_xor_pct": 3.81,
  "postSynthSeqShare_pct": 36.5,
  "p_sw_share_pct": 24.2,
  "final_layout_size_suffix_gt1_share_pct": 4.51,
  "unclocked_regs": 56,
  "via_per_inst": 5.94,
  "min_to": "CLKDIV.cnt[0]$_SDFF_PP0_",
  "top_cell_area_share_pct": 36.5,
  "wirelength_um": 7350,
  "min_path_type": "reg2reg",
  "clkLatencyLatePin_ps": 230,
  "tightest_slew_ps": 698,
  "rr_endpoint": "CLKDIV.clk_out$_SDFFE_PN0P_",
  "synthTopLogicFamily": "simple AND/OR/NAND/NOR gates",
  "finalSetupTns_ps": 0,
  "cts_tree": "done",
  "aoi_share_pct": 20.7,
  "drtAntennaViolNets": 0,
  "antenna_found_initial": 0,
  "min_path_cells": 1,
  "fin_skew_ps": 2.87,
  "fp-row-count": 29,
  "grt-ovfl-total": 0,
  "coreArea_um2": 6490,
  "power_w": 0.000286,
  "first_pass_iters": 4,
  "reg2reg_from": "CLKDIV.clk_out$_SDFFE_PN0P_",
  "antennaDiodeCount": 0,
  "ff2ff_setup_slack_ps": 1770,
  "placed_area_um2": 3640,
  "fin_crit_ps": 2520,
  "p_sw_w": 0.0000693,
  "io_pins": 20,
  "hold_buffers": 0,
  "postCtsSetupBuffers": 0,
  "ctsRootBufferMaster": "clkbuf_8",
  "ys_cells": 420,
  "routedWlPerCell_um": 14.7,
  "ys_chip_area_um2": 3450,
  "edf_count": 0,
  "rsz0062_at_grt": "false",
  "hp-start": "CLKDIV.cnt[0]$_SDFF_PP0_",
  "clkTransAtPathRegs_ps": 40,
  "fin_crit_sh_pct": 87.0,
  "max_clock_freq_ghz": 0.396,
  "fp-utilization_pct": 53.1,
  "combPwrFrac_pct": 15.2,
  "flop_cell": "dfxtp_1",
  "power_density_nw_per_um2": 77.7,
  "design_area_um2": 3680,
  "p_clk_share_pct": 48.1,
  "critPathRequiredTime_ps": 2320,
  "synthCells": 420,
  "cts_resized": 0,
  "drc": 0,
  "relSlewSlack_pct": 53.4,
  "status": "completed",
  "drv_cap": 0
}
[stage by stage]
stage	hold slack, ps	cells
after floorplan	433	420
final	465	498
after global placement	442	494
after detailed placement	460	494
after global routing	514	498
after CTS	467	498
[power by group through the flow]
stage | clock, W | sequential, W | combinational [W]
finish | 0.000138 | 0.000105 | 0.0000434
global route | 0.000150 | 0.000105 | 0.0000484
CTS | 0.000143 | 0.000105 | 0.0000440
[critical path: stages]
cell and delay (ps):
clkdlybuf4s50_1 550, o21ai_2 160, a21oi_1 170, clkdlybuf4s50_1 490
[kinds of logic (layout without fill, tap and decap cells)]
logic type,after synthesis,after routing
compound gates,105,105
xor+xnor,15,15
simple gates,179,179
flops,63,63
buf+inv,38,39
fa+ha+maj,13,13
mux,7,7
[cell usage in the layout, fill, tap and decap left out, types with 7 or more instances in the layout]
cell | synthesis | layout
xnor2_1 | 7 | 7
a22oi_1 | 9 | 9
and2_1 | 8 | 8
ha_1 | 11 | 11
nor3_1 | 13 | 13
xor2_1 | 8 | 8
o21ai_0 | 17 | 17
nor2_1 | 50 | 50
nand2_1 | 32 | 32
a211oi_1 | 8 | 8
inv_1 | 12 | 12
clkdlybuf4s50_1 | 0 | 19
dfxtp_1 | 63 | 63
or3_1 | 7 | 7
nand3_1 | 18 | 18
a21oi_1 | 25 | 25
nor2b_1 | 12 | 12
[final cells by class]
cell class	count	area [um^2]	share of cell area, %
clock buffers	3	41.3	1.12
well taps	77	96.3	2.62
clock inverters	1	5.00	0.136
repair buffers	22	213	5.78
flip-flops and latches	63	1260	34.3
multi-input cells	319	2020	54.8
inverters	13	48.8	1.33
[metal layers]
layer	part of all wire, %	up-vias	global-route usage [%]
li1	-	1516	-
met1	54	1390	38.1
met2	44	48	31.5
met3	2.3	4	0.790
met4	0.42	0	0.924
met5	0	-	0
[worst max path at each step]
stage | from | endpoint | slack, ps | depth (start not counted)
4_1_cts | reset | lcd_data[1] | 370 | 4
5_1_grt | reset | lcd_data[4] | 310 | 4
6_report | reset | lcd_data[4] | 380 | 4
[Yosys cell counts, types with 6 or more instances]
library cell	count
nand3_1	18
a22oi_1	9
inv_1	12
clkbuf_1	15
nand2b_1	6
nor2b_1	12
dfxtp_1	63
or3_1	7
xor2_1	8
a211oi_1	8
nor3_1	13
mux2i_1	6
xnor2_1	7
a221oi_1	6
nor2_1	50
nand4_1	6
ha_1	11
o21ai_0	17
nand2_1	32
buf_2	6
and2_1	8
a21oi_1	25
